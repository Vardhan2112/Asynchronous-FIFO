--- design.v ---
`timescale 1ns / 1ps
module async_fifo_top #(parameter DEPTH=8, DATA_WIDTH=8,PTR_WIDTH=3) (
    input wclk,wrst_n,rclk,rrst_n,w_en,r_en,
    input [DATA_WIDTH-1:0] data_in,
    output [DATA_WIDTH-1:0] data_out, 
    output full,empty 
    );
    wire [PTR_WIDTH:0] g_wptr,b_wptr; 
    wire [PTR_WIDTH:0] g_rptr,b_rptr;
    wire [PTR_WIDTH:0] g_wptr_sync,g_rptr_sync; 
    wire [PTR_WIDTH-1:0] waddr,raddr;
    sync_2ff #(PTR_WIDTH) rffs(rclk,rrst_n,g_wptr,g_wptr_sync); 
    sync_2ff #(PTR_WIDTH) wffs(wclk,wrst_n,g_rptr,g_rptr_sync); 
    wptr_handler #(PTR_WIDTH) wptr_h(wclk,wrst_n,w_en,g_rptr_sync,b_wptr,g_wptr,full);
    rptr_handler #(PTR_WIDTH) rptr_h(rclk,rrst_n,r_en,g_wptr_sync,b_rptr,g_rptr,empty);
    assign waddr=b_wptr[PTR_WIDTH-1:0];
    assign raddr=b_rptr[PTR_WIDTH-1:0];
    fifo_mem fifom(wclk,rclk,w_en,r_en,waddr,raddr,data_in,full,empty,data_out);
endmodule
`timescale 1ns / 1ps
module fifo_mem#(PTR_WIDTH=3,DEPTH=8,DATA_WIDTH=8)(
    input wclk,rclk,w_en,r_en,
    input [PTR_WIDTH-1:0] waddr,raddr,
    input [DATA_WIDTH-1:0] data_in,
    input full,empty,
    output [DATA_WIDTH-1:0] data_out
    );
    reg [DATA_WIDTH-1:0] fifo[0:DEPTH-1];
    always@(posedge wclk) begin
        if(w_en & !full) begin
            fifo[waddr]<=data_in;
        end
    end
    assign data_out=fifo[raddr];
endmodule
`timescale 1ns / 1ps
module rptr_handler#(parameter PTR_WIDTH=3)(
    input rclk,rrst_n,r_en,
    input [PTR_WIDTH:0] g_wptr_sync,
    output reg [PTR_WIDTH:0] b_rptr,g_rptr,
    output reg empty 
    );
    wire [PTR_WIDTH:0] b_rptr_next,g_rptr_next; 
    reg wrap_around;
    wire rempty;
    assign b_rptr_next=b_rptr+(r_en & !empty); 
    assign g_rptr_next=(b_rptr_next>>1)^b_rptr_next;
     assign rempty=(g_rptr_next==g_wptr_sync);
    always@(posedge rclk or negedge rrst_n) begin
        if(!rrst_n) begin
            b_rptr<=0;
            g_rptr<=0;
        end
        else begin
            b_rptr<=b_rptr_next;
            g_rptr<=g_rptr_next; 
        end
    end
    always@(posedge rclk or negedge rrst_n) begin
        if(!rrst_n) begin
            empty<=1; 
        end
        else empty<=rempty;
    end
endmodule
`timescale 1ns / 1ps
module sync_2ff#(parameter PTR_WIDTH=3)(
    input clk,
    input rst,
    input [PTR_WIDTH:0] din,
    output reg [PTR_WIDTH:0] dout
    );
    reg [PTR_WIDTH:0] q1;
    always@(posedge clk) begin
        if(!rst) begin
            q1<=0;
            dout<=0;
        end
        else begin
            q1<=din;
            dout<=q1;
        end
    end
endmodule
`timescale 1ns / 1ps
module wptr_handler#(parameter PTR_WIDTH=3)(
    input wclk,wrst_n,w_en,
    input [PTR_WIDTH:0] g_rptr_sync,
    output reg [PTR_WIDTH:0] b_wptr,g_wptr,
    output reg full 
    );
    wire [PTR_WIDTH:0] b_wptr_next,g_wptr_next; 
    reg wrap_around;
    wire wfull;
    assign b_wptr_next=b_wptr+(w_en & !full); 
    assign g_wptr_next=(b_wptr_next>>1)^b_wptr_next;
    always@(posedge wclk or negedge wrst_n) begin
        if(!wrst_n) begin
            b_wptr<=0;
            g_wptr<=0;
        end
        else begin
            b_wptr<=b_wptr_next;
            g_wptr<=g_wptr_next; 
        end
    end
    always@(posedge wclk or negedge wrst_n) begin
        if(!wrst_n) begin
            full<=0;
        end
        else full<=wfull;
    end
    assign wfull=(g_wptr_next==({~(g_rptr_sync[PTR_WIDTH:PTR_WIDTH-1]),g_rptr_sync[PTR_WIDTH-2:0]}));
endmodule
--- config.mk ---
export PLATFORM = sky130hd
export DESIGN_NAME = async_fifo_top
export DESIGN_NICKNAME = async_fifo_top
export VERILOG_FILES = /design/flow/design.v
export SDC_FILE = /design/flow/constraint.sdc
export NUM_CORES = 4
export LEC_CHECK = 1
export CORE_UTILIZATION = 30
--- run.sh ---
#!/bin/bash
# OpenROAD 26Q1-2900-gdf79404cd8, Yosys 0.63+post, stock flow scripts
make -C /OpenROAD-flow-scripts/flow DESIGN_CONFIG=/design/flow/config.mk WORK_HOME=/design/flow/orfs finish
--- constraint.sdc ---
current_design async_fifo_top

set clk_period 2.6
set clk_io_pct 0.2

create_clock -name clk0 -period $clk_period [get_ports {rclk}]
create_clock -name clk1 -period $clk_period [get_ports {wclk}]

set non_clock_inputs [all_inputs -no_clocks]
set_input_delay [expr $clk_period * $clk_io_pct] -clock clk0 $non_clock_inputs
set_output_delay [expr $clk_period * $clk_io_pct] -clock clk0 [all_outputs]
==> out/results.ini <==
[synthesis]
postSynthSeqShare_pct = 70.1
yosys_area_mm2 = 0.00377
syn_inst = 205
top_area_share_pct = 50.9
synth.cell_area_mm2 = 0.00377
top_area_cell = edfxtp_1
numSynthFlops = 96
synth.yosys.num_cells = 205
avgSynthCellArea_um2 = 18.4
synth.distinct_cells = 33
synth_warnings = 4
area_leaders = edfxtp_1 (51%), mux4_1 (10%), dfrtp_1 (9.9%)

[finish]
area_growth_pct = 26.4
fin_cells = 429
drive_gt1_share_pct = 26.8
lay_top_count = edfxtp_1
fillCellCount = 1123
most-common-layout-cells = edfxtp_1 (64), buf_4 (18), and2_1 (17), clkdlybuf4s50_1 (17)
combGateArea_mm2 = 0.00102
ff_latch_area_mm2 = 0.00265

[placed_design]
hpwlAfterDp_um = 3800
globalplace.congestion = 0.757
place_inst = 401
io_buffers = 22

[worst_hold_path]
holdCritPathClass = register to register

[sta]
drv_slew = 0
finalSetupTns_ns = 0
max-slew-margin-rel_pct = 60.6
worstMarginPinSlew_ns = 0.591
fin_skew_ns = 0.00586
hold_violations = 0
rsz0062_at_grt = false
setup_viol = 0
timing.hold.ws_ns = 0.379

[setup_path]
path_depth = 4
slowest_stage = mux4_2
worstSetupPathType = register to output port
reg2reg_depth = 9
cpPeakStageDelay_ns = 0.49
setup.worst_path.start = rptr_h.b_rptr[0]
rrSetupSlack_ns = 0.34
cp-start-kind = register
critPathTopFamily = multiplexers
critPathMaxFanout = 6
cp.required_ns = 2.08
crit_arrival_ns = 2.01
crit_end = data_out[3]
r2r-end = rptr_h.empty
reg2reg_from = rptr_h.b_rptr[0]
worstSetupEndpointType = output port
path_cells = clkbuf_16 > mux4_2 > mux2_2 > clkdlybuf4s50_1
worst-path-buf-inv = 2

[cts]
cts_hold_buf = 0
clk_pin_slew_ns = 0.06
numClockSinks = 96
cts_tree = built

[floorplanning]
core_area_mm2 = 0.0121
die_w_um = 114
die_y_um = 114
row_count = 40
io_pins = 24
core_util_floorplan_pct = 31.2
chipArea_mm2 = 0.0130

[grt]
overflow = 0
use_met2_pct = 16.2
grt_pass1_vias = 1886
antenna_found_initial = 0
grt_max_degree = 18
grt_use_total_pct = 10.7
grt_use_met3_pct = 3.72
use_met1_pct = 16.0
grt_pass1_wl_um = 9910
grt_busiest_layer = met2

[route]
wl_per_cell_um = 15.5
drc = 0
viasPerCell = 4.24
diodes = 0
dr.pass1.iters = 4
ant_nets = 0
first_iter_violations = 60
routed_wl_um = 6650
vias = 1817

[run]
drv_cap = 0
warnings = 27

[power]
pwr_density_cell_mw_per_mm2 = 1210
p_leak_nw = 1.75
ir_worst_vdd_mv = 0.419

[run_status]
status = finished, final reports clean

==> power breakdown <==
| part | switching, mW | total [mW] | internal (mW) |
|---|---|---|---|
| clock | 0.604 | 1.80 | 1.19 |
| sequential | 0.200 | 2.17 | 1.97 |
| combinational | 0.733 | 1.82 | 1.08 |
==> state kept, by name, indices dropped and copies added (netlist names) <==
signal         count
fifom.fifo        64
rffs.dout          4
rffs.q1            4
rptr_h.b_rptr      3
rptr_h.empty       1
rptr_h.g_rptr      4
wffs.dout          4
wffs.q1            4
wptr_h.b_wptr      3
wptr_h.full        1
wptr_h.g_wptr      4
==> layout make-up <==
| cell class | instances | share of cell area, % |
|---|---|---|
| timing repair buffer | 43 | 9.18 |
| tap | 168 | 4.41 |
| multi-input combinational | 101 | 21.5 |
| clock buffer | 13 | 6.59 |
| sequential | 96 | 55.5 |
| clock inverter | 7 | 2.78 |
| inverter | 1 | 0.0787 |
==> through the flow <==
stage          total power, mW  area (um^2)  setup WS (ns)  util (%)
2_1_floorplan             3.24         3770          0.522         -
4_1_cts                   5.64         4700        0.00399      38.8
6_report                  5.78         4770         0.0706      39.4
3_3_place_gp              3.78         4250         0.0539      35.1
5_1_grt                   6.09         4770         0.0123      39.4
3_5_place_dp              3.80         4250        -0.0192      35.1
==> kinds of logic after synthesis <==
logic type	count (synthesis)	synth area share [%]
flops	96	70.1
simple gates	44	6.40
mux	24	13.4
xor+xnor	21	5.57
compound gates	8	1.43
buf+inv	8	1.79
fa+ha+maj	4	1.33
==> what timing repair did <==
item                       in CTS  in global routing
setup buffers                   1                  5
gates cloned                    0                  2
setup endpoints to repair       1                  7
pin swaps                       0                  0
gates resized                   0                 26
==> Yosys cell counts (all sizes together) <==
library cell	count
inv	1
and2	17
xor2	10
buf	6
xnor2	11
mux4	16
o41ai	1
nor2	8
edfxtp	64
a211oi	1
nor4b	1
mux2	8
a21oi	2
nand2	4
o21ai	3
or3	1
nand3	3
clkbuf	1
nor3	3
dfstp	1
a21boi	1
nor2b	2
nor3b	1
dfxtp	16
dfrtp	15
ha	4
nand2b	4
==> how the worst min path moves through the flow <==
stage                     from  cells past startpoint  slack [ns]          to
CTS           rptr_h.g_rptr[1]                      1        0.38  wffs.q1[1]
global route  rptr_h.g_rptr[2]                      1        0.40  wffs.q1[2]
finish        rptr_h.g_rptr[1]                      1        0.38  wffs.q1[1]
==> per-layer routing <==
metal  wire [um]  vias to the layer above  part of all wire (%)
li1            -                      869                     -
met1        3090                      884                    46
met2        3030                       55                    46
met3         418                        9                   6.3
met4         115                        0                   1.7
met5           0                        -                     0
Power and IR drop assume default switching activity.
